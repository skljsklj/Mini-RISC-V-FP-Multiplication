### flow/design.v
module Mant_Mult(
    input  [23:0] A,
    input  [23:0] B,
    output [47:0] P
);
    assign P = A * B;
endmodule
### flow/config.mk
export PLATFORM = sky130hd
export DESIGN_NAME = Mant_Mult
export DESIGN_NICKNAME = Mant_Mult
export VERILOG_FILES = /design/flow/design.v
export SDC_FILE = /design/flow/constraint.sdc
export NUM_CORES = 4
export LEC_CHECK = 1
export CORE_UTILIZATION = 40
### flow/run.sh
#!/bin/bash
# OpenROAD 26Q1-2900-gdf79404cd8, Yosys 0.63+post, stock flow scripts
make -C /OpenROAD-flow-scripts/flow DESIGN_CONFIG=/design/flow/config.mk WORK_HOME=/design/flow/orfs finish
### flow/constraint.sdc
current_design Mant_Mult

set clk_period 21.7
set clk_io_pct 0.2

create_clock -name clk0 -period $clk_period

set non_clock_inputs [all_inputs -no_clocks]
set_input_delay [expr $clk_period * $clk_io_pct] -clock clk0 $non_clock_inputs
set_output_delay [expr $clk_period * $clk_io_pct] -clock clk0 [all_outputs]
==> results.sh <==
# implementation run metrics
export IMPL_drive_gt1_frac=0.02755
export IMPL_setup_violations=0
export IMPL_overflow=0
export IMPL_wl_per_cell_microns=17.05
export IMPL_top_cell_area_share=0.5064
export IMPL_synthTopLogicFamily="adder cells"
export IMPL_fp_dieH_microns=220.3
export IMPL_yosysWarnings=0
export IMPL_gp_congestion=0.9126
export IMPL_area_leaders="fa_1, ha_1, inv_1"
export IMPL_top_cell="inv_1"
export IMPL_first_iter_violations=530
export IMPL_core_sq_mm=0.04675
export IMPL_whs_path_depth=4
export IMPL_slowest_stage="fa_1"
export IMPL_adder_share=0.6207
export IMPL_timing_fmax_mhz=60.84
export IMPL_top_cells_by_count="inv_1, fa_1, nand2_1"
export IMPL_ys_seq_frac=0
export IMPL_ant_nets=0
export IMPL_rsz0062_at_grt="no"
export IMPL_hold_viol=0
export IMPL_cp_required_ns=17.36
export IMPL_flop_area_sq_um=0
export IMPL_final_max_slew_violation_count=0
export IMPL_grt_pass1_wl_microns=79200
export IMPL_antenna_found_initial=0
export IMPL_grt_use_total=0.2262
export IMPL_grt_pass1_vias=14700
export IMPL_avgViaCountPerCell=4.901
export IMPL_status="finished, final reports clean"
export IMPL_postCtsHoldBufs=0
export IMPL_simple_gate_area_frac=0.1757
export IMPL_max_cap_violations=0
export IMPL_netlist_instances=2177
export IMPL_slew_headroom=0.2923
export IMPL_yosys_cells=2177
export IMPL_finalCriticalPeriod_ns=16.44
export IMPL_startpoint_type="input port"
export IMPL_syn_avg_cell_area_sq_um=8.753
export IMPL_diodes=0
export IMPL_warning_count=32
export IMPL_final_comb_area_sq_mm=0.01651
export IMPL_cp_end_kind="primary output"
export IMPL_fillerInstances=4487
export IMPL_stdcell_count=2821
export IMPL_fin_tns_setup_ns=0
export IMPL_worstSetupPathType="in2out"
export IMPL_timing_final_ws_setup_ns=5.263
export IMPL_nClkBuffers=0
export IMPL_cp_max_fo=24
export IMPL_drc=0
export IMPL_final_cell_area_sq_mm=0.02069
export IMPL_hp_class="in2out"
export IMPL_xor_share=0.02068
export IMPL_top_area_cell="fa_1"
export IMPL_ys_types=57
export IMPL_dp_cells=2821
export IMPL_cts_resized=0
export IMPL_post_dp_cell_area_sq_mm=0.02069
export IMPL_place_port_buffers=96
export IMPL_grt_start_max_net_pins=25
export IMPL_num_rows=79
export IMPL_timing_hold_ws_ns=9.848
export IMPL_first_pass_iters=26
export IMPL_place_ws_ns=5.268
export IMPL_crit_arrival_ns=12.10
export IMPL_seq_cells=0
export IMPL_syn_area_sq_mm=0.01905
export IMPL_wirelength_microns=48100
export IMPL_post_cts_setup_buffer_count=0
export IMPL_syn2layout_area_growth_pct=8.595
export IMPL_die_w_microns=220.3
export IMPL_ys_sh_mux=0
export IMPL_num_vias=13830
export IMPL_ys_area_sq_mm=0.01905
export IMPL_aoi_share=0.04945
export IMPL_slowest_delay_ns=0.55
export IMPL_worstMarginPinSlew_ns=1.055
export IMPL_dieArea_sq_mm=0.04851
export IMPL_dpl_hpwl_microns=38580
export IMPL_postLayoutCoreUtil=0.4426
export IMPL_fp_util=0.4076
export IMPL_ioPinCount=96
export IMPL_period_used=0.7575
cells in the final DEF (no fill, tap or decap), types with 3 or more instances in the layout:
cell type and instances:
a221oi_1 3, o21bai_1 9, buf_4 48, or2_2 3, nand4_1 8, clkdlybuf4s50_1 96, fa_1 482, nand3_1 5
and3_1 3, o21ai_0 27, a21o_1 19, xnor2_1 30, inv_1 560, a21oi_1 54, and2_1 306, a31oi_1 4
nand2_1 310, nor2_1 16, ha_1 174, xor2_1 15
path summary, 6_finish.rpt:
path,slack [ns],to,start
max,5.26,P[46],A[13]
min,9.85,P[0],B[0]
cell type report:
cell class | count | share of cell area
Multi-Input combinational cell | 1510 | 0.7979
Tap cell | 607 | 0.03670
Timing Repair Buffer | 144 | 0.06385
Inverter | 560 | 0.1016
routing by layer:
layer	vias to the layer above	track usage	part of all wire
met5	-	0.006061	0.00075
li1	6355	-	-
met1	6962	0.3159	0.40
met4	2	0.02230	0.013
met3	44	0.09796	0.10
met2	463	0.3519	0.48
critical path: cells and delay by family:
kind            cells  cell delay (ns)
compound gates      6             1.44
fa+ha+maj           8             3.88
xor+xnor            1             0.16
buf+inv            10             1.62
simple gates        2             0.64
kinds of logic after synthesis:
group | after synthesis
buf+inv | 667
simple gates | 664
compound gates | 145
fa+ha+maj | 656
xor+xnor | 45
