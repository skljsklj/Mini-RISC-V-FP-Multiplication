--- flow/run.sh ---
#!/bin/bash
# OpenROAD 26Q1-2900-gdf79404cd8, Yosys 0.63+post, stock flow scripts
make -C /OpenROAD-flow-scripts/flow DESIGN_CONFIG=/design/flow/config.mk WORK_HOME=/design/flow/orfs finish
--- flow/config.mk ---
export PLATFORM = sky130hd
export DESIGN_NAME = rv_imem
export DESIGN_NICKNAME = rv_imem
export VERILOG_FILES = /design/flow/design.v
export SDC_FILE = /design/flow/constraint.sdc
export NUM_CORES = 4
export LEC_CHECK = 1
export CORE_AREA = 10 10 70 70
export DIE_AREA = 0 0 80 80
--- flow/constraint.sdc ---
current_design rv_imem

set clk_period 1.9
set clk_io_pct 0.2

create_clock -name clk0 -period $clk_period

set non_clock_inputs [all_inputs -no_clocks]
set_input_delay [expr $clk_period * $clk_io_pct] -clock clk0 $non_clock_inputs
set_output_delay [expr $clk_period * $clk_io_pct] -clock clk0 [all_outputs]
--- flow/design.v ---
module rv_imem #(parameter WORDS=64) (
    input  [31:0] addr,
    output [31:0] rdata
);
    reg [31:0] mem [0:WORDS-1];
    integer i;
    // synthesis translate_off
    initial i = 0;
    // synthesis translate_on
    initial begin
        for (i=0;i<WORDS;i=i+1) mem[i] = 32'h00000013;
        mem[0] = 32'h001000B7;  
        mem[1] = 32'h0000A087;  
        mem[2] = 32'h0040A107;  
        mem[3] = 32'h102081D3;  
        mem[4] = 32'h0030A427;  
        mem[5] = 32'h00100073;  
    end
    assign rdata = mem[addr[31:2]];
endmodule
==> out/writeup.txt <==
The flow ran to the end, and the final reports show no timing, DRC or antenna violations. The utilization after layout is 19.4%. Of the total power, registers draw 0%.

Per the detail_route log, met3 wirelength is 128 um. Routed signal wires occupy layers up through met3. The logs give 0 for the final tally of setup violations and 0.0380 mW for the switching power total. Of the cells placed in the final design, the portion with a size suffix greater than 1 is 44.3%. The run gives 1840 ps for the shortest period the worst path allows.

The number of buffers inserted by port buffering works out to 19. Along the worst path, the maximum fanout reaches 3. Among logic cells in the layout, the one with the most instances is sky130_fd_sc_hd__conb_1.

Counting endpoints that fail hold in the final report gives 0. The run gives 56.9 ps as the final critical-path setup slack. Combinational cells account for 100.0% of the total power.

Looking at the VDD voltage map, the peak drop is 0.0278 mV. The run gives 0 for the number of antenna violations at the first check in global routing. With the required time at the worst-slack endpoint at 1520 ps, the count of non-filler cells in the finished layout is 125. The first global-routing pass estimated 1830 um of wire. Per the post-route antenna check, the number of violating nets is 0. The run gives 64 as the count of pins on the block boundary.

Wire segments on met2 add up to 568 um in the final route. The placer congestion estimate came out at 0.762. Max-cap violations in this run came to 0.

The number of standard cells after synthesis was 54; the portion of synthesized cell area occupied by the leading cell type was 38.0%. For this design, the CTS-stage hold fixing added 0 buffers. The highest clock rate this design can be run at is 0.543 GHz. The tools report the post-placement worst setup slack as -585 ps.

The number of cells reported by Yosys stat comes to 54. The run gives 1240 um as the overall routed net length. The run gives 395 um2 for the netlist area before placement.

The floorplan step set the die height to 80 um. With the count of flip-flops and latches at 0, the detailed-route wire length per cell is 9.94 um. The wire length on met1 was 547 um; the detail-routed via count per cell was 3.01. Total power normalized to cell area comes to 121 nW/um2.

The total overflow reported by the global router is 0, and the number of distinct library cells after synthesis is 18. With the via count of the first global-routing pass at 402, the Yosys chip area is 395 um2. The launching element type of the critical path was an input pin. For the number of placed instances with taps included, the log shows 119. With the area inside the core boundary at 3420 um2, the total tool warning count is 65. The run gives 0 as the antenna diode count. The reported leakage power came out at 0.361 nW.

The finished cells cover 663 um2. In the post-synthesis netlist, the biggest area contributors are sky130_fd_sc_hd__buf_4 (38%), sky130_fd_sc_hd__ha_1 (22%), sky130_fd_sc_hd__a21oi_1 (6.3%). The run gives 380 as the count of filler cells inserted in the layout.

Total die size: 6400 um2. The final route contains 376 vias. At the worst endpoint, the arrival time is 1460 ps. After detailed placement, the total cell area comes to 578 um2. The detailed router finished its first iteration with 13 violations. During synthesis, Yosys emitted a total of 2 warnings.

Number of clock buffers in the layout: 0. The first detailed-routing pass ran for 2 iterations. The width of the chip works out to 80 um. The synthesized design spends more area on one cell type than any other, namely sky130_fd_sc_hd__buf_4.

The type of the most critical hold path is in2out. Pins over their slew limit in the final report were tallied at 0. The worst setup path is captured at an output pin. Part of the cycle the worst path needs: 97.0%.

Of the total power, the share spent switching nets is 47.2%. The floorplan has 21 rows. After detailed routing, the number of remaining DRC violations is 0. The tools report the sequential cell area as 0 um2. The multi-input combinational cell area is 359 um2. Per the cell usage report, the commonest logic cells after layout are sky130_fd_sc_hd__conb_1 (19), sky130_fd_sc_hd__buf_4 (10), sky130_fd_sc_hd__ha_1 (6), sky130_fd_sc_hd__buf_2 (6), sky130_fd_sc_hd__dlygate4sd2_1 (5).

The run gives 11.6% as the core utilization at floorplan. The logs give 0.0425 mW for the internal cell power and 0% for the clock power share. The critical path class was in2out. Across every metal layer, demand over resource in global routing totals 3.21%. After synthesis, the mean cell area works out to 7.32 um2.

In the placement report, post-DP HPWL is listed as 943 um. Per Yosys stat, the portion of area used by sequential elements is 0%. Relative to the synthesized area, the layout overhead comes to 67.7%. Entering global routing, the biggest net connects 10 pins. The run gives 1170 ps for the worst hold slack after final layout.
## area by class of cell
class	count	area share (%)
well taps	46	8.68
multi-input cells	48	54.2
repair buffers	29	36.0
inverters	2	1.13
## cells by family after synthesis
| kind of cell | Yosys count | share of synthesized area (%) |
|---|---|---|
| buffers and inverters | 24 | 44.0 |
| AND/OR/NAND/NOR | 14 | 20.6 |
| AND-OR/OR-AND | 7 | 11.4 |
| adder cells (fa/ha/maj) | 7 | 22.2 |
| other | 2 | 1.90 |
## synthesized netlist by cell type
cell,n
sky130_fd_sc_hd__ha_1,7
sky130_fd_sc_hd__nor2b_1,1
sky130_fd_sc_hd__buf_6,1
sky130_fd_sc_hd__buf_2,1
sky130_fd_sc_hd__or3_4,1
sky130_fd_sc_hd__inv_1,2
sky130_fd_sc_hd__nand2b_1,2
sky130_fd_sc_hd__buf_4,20
sky130_fd_sc_hd__conb_1,2
sky130_fd_sc_hd__a21oi_1,5
sky130_fd_sc_hd__nand2_1,2
sky130_fd_sc_hd__a21o_1,1
sky130_fd_sc_hd__and2_1,2
sky130_fd_sc_hd__nor3_1,1
sky130_fd_sc_hd__or2_2,2
sky130_fd_sc_hd__nor4_1,1
sky130_fd_sc_hd__nor2_1,2
sky130_fd_sc_hd__a211oi_2,1
## per-stage QoR
step	setup TNS (ps)	power, mW
finish	0	0.0805
global route	-8.63	0.0905
CTS	-3.76	0.0669
detailed placement	-5690	0.0634
global placement	-5620	0.0638
floorplan	0	0.0515
## layer usage
layer | vias up | GRT usage (%)
met2 | 23 | 5.62
met5 | - | 0
li1 | 188 | -
met1 | 165 | 4.09
met4 | 0 | 0
met3 | 0 | 0.795
## worst max-delay path, cell delays in order
cell,delay (ps)
sky130_fd_sc_hd__buf_2,130
sky130_fd_sc_hd__or3_4,400
sky130_fd_sc_hd__nor2_1,90
sky130_fd_sc_hd__clkdlybuf4s50_1,470
## power groups by stage
stage | Clock (mW) | Sequential [mW] | Combinational [mW]
after CTS | 0 | 0 | 0.0669
after global routing | 0 | 0 | 0.0905
final | 0 | 0 | 0.0805
## repair_timing
action,in CTS,in global routing
setup endpoints to repair,13,6
setup buffers,2,3
gates cloned,1,0
gates resized,45,8
pin swaps,5,4
## path summary, 6_finish.rpt
check                       end  depth (start not counted)  slack, ps     from
worst max-delay path  rdata[10]                          4         60  addr[5]
worst min-delay path  rdata[20]                          4       1170  addr[3]
Power and IR drop assume default switching activity.
